**run.sh**
```bash
#!/bin/bash
# OpenROAD 26Q1-2900-gdf79404cd8, Yosys 0.63+post, stock flow scripts
make -C /OpenROAD-flow-scripts/flow DESIGN_CONFIG=/design/flow/config.mk WORK_HOME=/design/flow/orfs finish
```
**config.mk**
```make
export PLATFORM = sky130hd
export DESIGN_NAME = alu32interface
export DESIGN_NICKNAME = alu32interface
export VERILOG_FILES = /design/flow/design.v
export SDC_FILE = /design/flow/constraint.sdc
export NUM_CORES = 4
export LEC_CHECK = 1
export CORE_UTILIZATION = 50
```
**constraint.sdc**
```tcl
current_design alu32interface

set clk_period 8.1
set clk_io_pct 0.2

create_clock -name clk0 -period $clk_period [get_ports {CLK}]
create_clock -name clk1 -period $clk_period [get_ports {pushButton1}]
create_clock -name clk2 -period $clk_period [get_ports {pushButton2}]

set non_clock_inputs [all_inputs -no_clocks]
set_input_delay [expr $clk_period * $clk_io_pct] -clock clk0 $non_clock_inputs
set_output_delay [expr $clk_period * $clk_io_pct] -clock clk0 [all_outputs]
```
**design.v**
```verilog
module  alu32(CLK, inp1, inp2, ALUop, out);
	input  CLK;
	input  [2:0]  ALUop;
	input  [31:0] inp1;
	input  [31:0] inp2;
	output [31:0] out;
	parameter COMB_STATE       = 2'b00;  
	parameter MULT_CONT_STATE  = 2'b01;  
	parameter MULT_SHIFT_STATE = 2'b10;  
	parameter MULT_END_STATE   = 2'b11;  
	reg [1:0]  state      = COMB_STATE;
	reg [1:0]  next_state = COMB_STATE;
	reg [63:0] seqALUResult;  
	reg [31:0] ALUResult;     
	integer multCounter;  
	assign out = ALUResult;
	parameter ADD  = 3'b000;
	parameter SUB  = 3'b001;
	parameter MULT = 3'b010;
	parameter AND  = 3'b011;
	parameter OR   = 3'b100;
	parameter NAND = 3'b101;
	parameter NOR  = 3'b110;
	parameter XOR  = 3'b111;
	always @(posedge CLK) begin
		case(state)
			COMB_STATE: begin
				seqALUResult <= {32'h00000000,inp2};
				multCounter <= 0;
				state <= next_state;
			end	
			MULT_CONT_STATE: begin
				if (multCounter < 32) begin
					seqALUResult[63:32] <= seqALUResult[63:32] + (seqALUResult[0] ? inp1 : 0);
					multCounter <= multCounter + 1;
					state <= MULT_SHIFT_STATE;
				end
				if (multCounter == 32) begin
					state <= MULT_END_STATE;
				end
			end
			MULT_SHIFT_STATE: begin
				seqALUResult <= seqALUResult >> 1;
				state <= MULT_CONT_STATE;
			end
			MULT_END_STATE: begin
				state <= next_state;
			end
			default: begin
			end
		endcase
	end
	always @(*) begin
		case(ALUop)
			ADD: begin
				ALUResult = inp1 + inp2;
			end
			SUB: begin
				ALUResult = inp1 - inp2;
			end
			MULT: begin
				if (state == COMB_STATE) begin
					next_state = MULT_CONT_STATE;
				end
				if (state == MULT_END_STATE) begin
					ALUResult = seqALUResult[31:0];
					next_state = COMB_STATE;
				end
			end
			AND: begin
				ALUResult = inp1 & inp2;
			end
			OR: begin
				ALUResult = inp1 | inp2;
			end
			NAND: begin
				ALUResult = ~(inp1 & inp2);
			end
			NOR: begin
				ALUResult = ~(inp1 | inp2);
			end
			XOR: begin
				ALUResult = inp1 ^ inp2;
			end
			default: begin
			end
		endcase
	end
endmodule
module  alu32interface(CLK, ALUop, pushButton1, pushButton2, out, rst);
	input CLK;
	input  [2:0]  ALUop;
	input rst;
	input pushButton1;
	input pushButton2;
	output [31:0] out;
	reg  [31:0] inp1 = 32'h00000000;
	reg  [31:0] inp2 = 32'h00000000;
	alu32 myALU32(CLK,inp1,inp2,ALUop,out);
	always @(negedge pushButton1) begin
		if(rst) begin
			inp1 <= 32'h00000000;
		end
		else begin
			inp1 <= inp1 + 1;
		end
	end
	always @(negedge pushButton2) begin
		if(rst) begin
			inp2 <= 32'h00000000;
		end
		else begin
			inp2 <= inp2 + 1;
		end
	end
endmodule
```
==> results_slide.txt <==
Physical Implementation Snapshot

Worst setup path
  – CP Launch Type: register
  – Setup crit end kind: register
  – CP max stage delay: 0.43 ns
  – Worst EP arrival: 7.39 ns
  – Crit path top cell by count: a31oi_4
  – Cell with the largest stage delay on the worst path: fa_1
  – Data required, critical path: ~8.2 ns
  – Max FO, Critical Path: 5
  – Crit path cell chain: and2_1 -> ha_1 -> fa_1 -> a211oi_1 -> o21ai_1 -> a31oi_4 -> o2111ai_2 -> a31oi_4 -> o31ai_2 -> or3_1 -> a32o_1
  – Setup CP Type: register to register

Flow run
  – Max-cap violations: 0
  – OpenROAD warnings: 128

Route
  – WL final: slightly below 40000 um
  – Final ANT Viol Nets: 0
  – Vias: 12070
  – Routed len/inst: 18.55 um
  – DR iter-0 viols: between 800 and 900
  – Drt via density: between 5 and 6
  – Drt first pass iters: 6
  – Remaining DRCs: 0
  – N_diodes: 0

Synthesis
  – Top cells by area: edfxtp_1 (20%), ha_1 (12%), xnor2_1 (9.3%)
  – Yosys stat area: 14410 um2
  – Post-Syn Area per Cell: 8.790 um2
  – Number of standard cells after synthesis: around 1600
  – Dominant synthesized flop cell: edfxtp_1
  – Cell variety after synth: ~86
  – Ys Warns: 2
  – Mapped Area: 14410 um2
  – # Cells Yosys: 1639
  – Area share, top type: 20.43%
  – EDFF count, synth: just under 100
  – Synth async-reset ratio: 0%
  – Largest area contributor in the netlist: edfxtp_1
  – #FFs+latches synth: 195

Power and ir drop
  – Sequential power share: 39.4%
  – PwrDens: 142.7 nW/um2
  – Internal power: roughly 0.0016 W
  – Switch Pwr: 0.0007032 W
  – Leak: just under 7 nW
  – Combinational group share of total power: about 14%
  – Worst ir drop on vdd: 134.7 uV
  – Switching share of power: 30.93%
  – Clk pwr share: 46.8%

Hold path
  – Hold WC Path Type: register to register

Timing
  – Final hold vios: 0
  – Worst setup margin: 0.8265 ns
  – Clock skew: around 0.023 ns
  – Endpoints left unconstrained: 65
  – RSZ-0062 raised after global routing: false
  – Final setup viols: 0
  – Register pins left without a clock: 33
  – Final Max Tran Viols: 0
  – Setup tns final: 0 ns
  – Max_slew headroom: between 40% and 50%
  – Worst Tran Pin Value: 0.8357 ns

Floorplanning
  – Area of the core: 28090 um2
  – Core Rows: 61
  – Fp util: 51.29%
  – Die height: 171.7 um
  – Num ports: 39
  – Die area: roughly 29000 um2
  – Die x size: 171.7 um

CTS
  – Number of post-CTS setup repair buffers: 0
  – CTS tree: done
  – Post-CTS sizing: 0
  – Hold buffers post-CTS: 0
  – Clk pin slew, worst setup/hold paths: 0.08 ns

GRT
  – Number of global-route vias before repair: 11800
  – Total track usage: 28.44%
  – First-pass GRT wire length: around 63000 um
  – Largest net degree at the start of global routing: 68
  – Overflow after GRT: 0
  – Initial antenna violation count: 1

Status
  – Status: complete, no violations

Place
  – Setup WS pre-CTS: 0.8165 ns
  – Routability Congestion: 0.9654
  – Port bufs: 36
  – DPL Wire Length: 27030 um

Final layout
  – Most frequent cells in the layout: xnor2_1 (153), inv_1 (151), nand2_1 (139)
  – Layout cell share with drive strength beyond 1: 7.072%
  – Top cell excl fill/tap: xnor2_1
  – Area Growth Syn to Fin: 10.60%
[routing by layer]
layer	track usage (%)	vias up	wire length, um
li1	-	5984	-
met1	41.44	5690	18140
met2	44.62	341	17770
met3	5.739	51	2032
met4	7.195	0	818
met5	0	-	0
[cells by family (layout without fill, tap and decap cells)]
kind of cell	count (synthesis)	count (layout)	share of synthesized area (%)
XOR/XNOR	184	184	11.19
latches	33	33	3.439
adder cells (fa/ha/maj)	137	137	12.00
AND-OR/OR-AND	398	398	18.31
buffers and inverters	167	239	4.438
AND/OR/NAND/NOR	524	524	18.56
multiplexers	34	34	2.744
flip-flops	162	162	29.32
[worst paths after layout]
path / start / end / slack (ns) / depth (start not counted)
max: inp1[0] / myALU32.seqALUResult[58] / 0.83 / 11
min: inp1[0] / inp1[0] / 0.45 / 1
max reg2reg: inp1[0] / myALU32.seqALUResult[58] / 0.83 / 11
min reg2reg: inp1[0] / inp1[0] / 0.45 / 1
max in group clk2: rst / inp2[6] / 1.81 / 3
max in group clk1: rst / inp1[9] / 1.82 / 3
min in group clk0: myALU32.seqALUResult[31] / myALU32.seqALUResult[30] / 0.57 / 2
min in group clk2: inp2[9] / inp2[9] / 0.57 / 2
[synth_stat cells, types with 6 or more instances]
master,count
a31oi_1,11
nand3_1,50
clkbuf_1,63
o211ai_1,25
a22oi_1,20
ha_1,135
a21o_1,32
nor2_1,116
a211oi_1,7
and3_1,19
nor2b_1,15
o21a_1,6
nand4_1,22
buf_1,7
mux2i_1,8
inv_1,88
nand2_1,139
edfxtp_1,98
nand2b_1,16
o31ai_1,14
xor2_1,31
a21oi_1,93
dfxtp_1,64
or3_1,18
o21ai_1,8
nor3_1,13
o221ai_1,25
xnor2_1,153
nor4_1,13
mux2_2,24
o21ai_0,97
and2_1,65
dlxtn_1,33
or2_2,9
a21boi_0,7
[area by class of cell]
class | count | area (um2)
tap | 378 | 473.0
sequential | 195 | 4720
multi-input combinational | 1277 | 9052
fill | 2487 | 12150
timing repair buffer | 53 | 467.9
clock buffer | 19 | 475.5
clock inverter | 77 | 406.6
inverter | 90 | 337.8
[power by group through the flow]
| stage | Sequential, W | Combinational [W] | Clock, W |
|---|---|---|---|
| global route | 0.000896 | 0.000345 | 0.00114 |
| CTS | 0.000896 | 0.000311 | 0.00110 |
| finish | 0.000896 | 0.000313 | 0.00106 |
[per-stage QoR]
| step | utilization [%] | cell area, um2 | std cells | power [W] | hold WS [ns] |
|---|---|---|---|---|---|
| final | 56.73 | 15930 | 2089 | 0.002274 | 0.4536 |
| after global placement | 53.61 | 15060 | 1995 | 0.001269 | 0.4435 |
| after global routing | 56.73 | 15930 | 2089 | 0.002386 | 0.4977 |
| after CTS | 56.73 | 15930 | 2089 | 0.002303 | 0.4602 |
| after floorplan | - | 14410 | 1639 | 0.001196 | 0.4253 |
| after detailed placement | 53.61 | 15060 | 1995 | 0.001270 | 0.4527 |
[state kept, by name (all words and copies together) (netlist names)]
signal / cells
myALU32.ALUResult: 32
myALU32.seqALUResult: 64
myALU32.state: 2
myALU32.multCounter: 32
inp1: 32
myALU32.next_state: 1
inp2: 32
[critical path, delay by kind of cell, from the launching register on]
| family | cells | cell delay, ns |
|---|---|---|
| adders and majority gates | 2 | 0.63 |
| DFF | 1 | 0.33 |
| AOI/OAI and AO/OA | 7 | 1.51 |
| and+or+nand+nor | 2 | 0.50 |
No activity file was given, so power comes from the tool's default toggle rates.
